==> design/flow/design.v <==
module vending_machine(clk,rst,choice,in_mny,prd,chng);
  input clk; 
  input rst; 
  input [1:0]choice; 
  input [1:0]in_mny; 
  output reg[2:0]prd; 
  output reg[1:0]chng; 
  parameter s0=2'b00;
  parameter s1=2'b01;
  parameter s2=2'b10;
  parameter s3=2'b11;
  reg[1:0]c_state; 
  reg[1:0]n_state; 
  always @(posedge clk) 
    begin
      if(rst==1) 
        begin
          c_state=0;
          n_state=0;
        end
      else
        begin
          c_state=n_state;
          if(choice==0) 
            begin
             case(c_state)
              s0: if(in_mny==0)
                  begin
                   n_state=s0;
                   prd=0;
                   chng=0;
                  end
              else if(in_mny==2'b01)
                  begin
                    n_state=s0;
                    prd=3'b001;
                    chng=0;
                  end
              else if( in_mny==2'b10)
                  begin
                    n_state=s0;
                    prd=3'b001;
                    chng=2'b01;
                  end
              else if(in_mny==2'b11)
                 begin
                   n_state=s0;
                   prd=3'b001;
                   chng=2'b11;
                 end
              default:begin
                n_state=s0;
                prd=0;
                chng=0;
              end
            endcase
            end
          else if(choice==2'b01) 
           begin
           case(c_state)
              s0:if(in_mny==1)
                  begin
                    n_state=s1;
                    prd=3'b000;
                    chng=0;
                  end
               else if(in_mny==2)
                  begin
                    n_state=s0;
                    prd=3'b010;
                    chng=2'b00;
                  end
               else if(in_mny==3)
                 begin
                   n_state=s0;
                   prd=3'b010;
                   chng=2'b10;
                 end   
               else 
                 begin
                 n_state=s0;
                 prd=0;
                 chng=0;
                end
              s1: if(in_mny==1)
                  begin
                    n_state=s0;
                    prd=3'b010;
                    chng=0;
                  end
               else if( in_mny==2)
                  begin
                    n_state=s0;
                    prd=3'b010;
                    chng=2'b01;
                  end
               else if(in_mny==3)
                 begin
                   n_state=s0;
                   prd=3'b010;
                   chng=2'b11;
                 end
             else 
               begin
                 n_state=s0;
                 prd=0;
                 chng=2'b01;
               end
              default:begin
                n_state=s0;
                prd=0;
                chng=in_mny;
              end             
               endcase
           end
          else if(choice==2'b10) 
           begin
          case(c_state)
             s0:if(in_mny==1)
                  begin
                    n_state=s1;
                    prd=3'b000;
                    chng=0;
                  end
               else if(in_mny==2)
                  begin
                    n_state=s2;
                    prd=3'b000;
                    chng=2'b00;
                  end
               else if(in_mny==3)
                 begin
                   n_state=s0;
                   prd=3'b011;
                   chng=0;
                 end  
            else
              begin
                n_state=s0;
                prd=0;
                chng=0;
              end
               s1:if(in_mny==1)
                  begin
                    n_state=s2;
                    prd=3'b000;
                    chng=0;
                  end
               else if(in_mny==2)
                  begin
                    n_state=s0;
                    prd=3'b011;
                    chng=2'b00;
                  end
               else if(in_mny==3)
                 begin
                   n_state=s0;
                   prd=3'b011;
                   chng=2'b10;
                 end     
              else
                begin
                  n_state=s0;
                  prd=0;
                  chng=2'b01;
                end
               s2:if(in_mny==1)
                  begin
                    n_state=s0;
                    prd=3'b011;
                    chng=0;
                  end
               else if(in_mny==2)
                  begin
                    n_state=s0;
                    prd=3'b011;
                    chng=2'b01;
                  end
               else if(in_mny==3)
                 begin
                   n_state=s0;
                   prd=3'b011;
                   chng=2'b11;
                 end              
              else
                begin
                  n_state=s0;
                  prd=0;
                  chng=2'b10;
                end
              default:begin
                n_state=s0;
                prd=0;
                chng=0;
              end
          endcase
           end
          else if(choice==3) 
           begin
          case(c_state)
              s0:if(in_mny==1)
                  begin
                    n_state=s1;
                    prd=3'b000;
                    chng=0;
                  end
               else if(in_mny==2)
                  begin
                    n_state=s2;
                    prd=3'b000;
                    chng=2'b00;
                  end
               else if(in_mny==3)
                 begin
                   n_state=s0;
                   prd=3'b100;
                   chng=2'b00;
                 end              
              else
                begin
                  n_state=0;
                  prd=0;
                  chng=0;
                end
               s1:if(in_mny==1)
                  begin
                    n_state=s2;
                    prd=3'b000;
                    chng=0;
                  end
               else if(in_mny==2)
                  begin
                    n_state=s3;
                    prd=3'b000;
                    chng=2'b00;
                  end
               else if(in_mny==3)
                 begin
                   n_state=s0;
                   prd=3'b100;
                   chng=2'b01;
                 end     
              else
                begin
                  n_state=s0;
                  prd=0;
                  chng=2'b01;
                end
               s2:if(in_mny==1)
                  begin
                    n_state=s3;
                    prd=3'b000;
                    chng=0;
                  end
               else if(in_mny==2)
                  begin
                    n_state=s0;
                    prd=3'b100;
                    chng=2'b00;
                  end
               else if(in_mny==3)
                 begin
                   n_state=s0;
                   prd=3'b100;
                   chng=2'b10;
                 end  
              else
                begin
                  n_state=s0;
                  prd=0;
                  chng=2'b10;
                end
               s3:if(in_mny==1)
                  begin
                    n_state=s0;
                    prd=3'b100;
                    chng=0;
                  end
               else if(in_mny==2)
                  begin
                    n_state=s0;
                    prd=3'b100;
                    chng=2'b01;
                  end
               else if(in_mny==3)
                 begin
                   n_state=s0;
                   prd=3'b100;
                   chng=2'b11;
                 end   
              else
                begin
                  n_state=s0;
                  prd=0;
                  chng=2'b11;
                end
              default:begin
                n_state=s0;
                prd=0;
                chng=in_mny;
              end           
          endcase
end
        end
end
endmodule
==> design/flow/run.sh <==
#!/bin/bash
# OpenROAD 26Q1-2900-gdf79404cd8, Yosys 0.63+post, stock flow scripts
make -C /OpenROAD-flow-scripts/flow DESIGN_CONFIG=/design/flow/config.mk WORK_HOME=/design/flow/orfs finish
==> design/flow/config.mk <==
export PLATFORM = sky130hd
export DESIGN_NAME = vending_machine
export DESIGN_NICKNAME = vending_machine
export VERILOG_FILES = /design/flow/design.v
export SDC_FILE = /design/flow/constraint.sdc
export NUM_CORES = 4
export LEC_CHECK = 1
export CORE_AREA = 10 10 82 82
export DIE_AREA = 0 0 92 92
==> design/flow/constraint.sdc <==
current_design vending_machine

set clk_period 1.6
set clk_io_pct 0.2

create_clock -name clk0 -period $clk_period [get_ports {clk}]

set non_clock_inputs [all_inputs -no_clocks]
set_input_delay [expr $clk_period * $clk_io_pct] -clock clk0 $non_clock_inputs
set_output_delay [expr $clk_period * $clk_io_pct] -clock clk0 [all_outputs]
==> results.txt <==
run results: status=completed, RSZ-0062 raised after global routing=no, pins over their slew limit=0, grt total ovfl=0, most area-hungry cell type in the Yosys netlist=edfxtp_1, ys cells=a little over 90, Slew @ Worst Pin=0.5116 ns, asr flop ratio synth=0%, first-pass GRT wire length=about 3400 um, Post-Synthesis Cells=93, CTS buffer count=3, Lkg Pwr=0.5062 nW, fin crit period=1.519 ns, Global Route Usage Sum=4.679%, pwr/cell area=roughly 600 nW/um2, clk_skew=0.002485 ns, non-filler instance count after layout=about 200, Crit Path Max Fanout=13, share of cells above drive strength 1=40.77%, Crit Path Category=reg -> reg, area delta synth->final=58.63%, Worst path max stage delay=0.63 ns, final core occ=about a quarter, most common library cells after synthesis=9 x ha_1, 9 x nand2_1, 8 x inv_1, Post-DRT Antenna Nets=0, Pre-Place Util=between 15 and 20%, core region area=5075 um2, Vias=796, clock slew seen by the registers of the worst setup and hold paths=0.04 ns, Fmax=roughly 660 MHz, CTS tree=yes, sequential cell area=between 200 and 250 um2, DRC errors left=0, placed cell count=194, chip height=92 um, Hold Path Class=in -> reg, Skew-Pair Late Insertion Delay=about 0.23 ns, Synth cell types=38, die area=8464 um2, Initial DRC Count=roughly 56, Worst Path Arrival=1.62 ns, Mapped Area=783.3 um2, Max transition margin=65.85%, row cnt=26, setup_tns=0 ns, final number of setup-violating endpoints=0, Root Driver=clkbuf_8, overall die width=92 um, Commonest flop=edfxtp_1, CP endpoint kind=register, H-tree Lvls=1, Max Cap Viol=0, antenna violations before repair=0, routed length per placed instance=10.45 um, Ys Warns=1, TritonRoute pass-1 iters=4, routed wire length=~2100 um, number of global-route vias before repair=703, Synth top area share=19.17%, via/cell ratio=3.980, Tool Warnings=32, Post-synth seq share=29.39%, Post-synth EDFFs=5, largest net degree at the start of global routing=14, final hold violations=0, Placer Congestion=0.9217, Avg Cell Area, Syn=8.422 um2, CP startpoint kind=register, Fill cells=570, Clock Sinks=9, Clock Path Buffers=2, number of diodes=0, dpl hpwl=1622 um, total power=0.7472 mW, Worst VDD drop=0.0001799 V, # port buffers=10, Comb area=between 500 and 600 um2, Worst EP required=roughly 1.7 ns, final period utilization=94.95%, FF+latch count, synth=9, Critical Path, Cell by Cell=a222oi_1 > or4_4 > nand2_1, top cells by area=edfxtp_1 19%, ha_1 14%, dfxtp_1 10%, slowest stage cell, crit path=dfxtp_1, WHS=0.5640 ns, yosys stat area=783.3 um2, I/O pin total=11
[stage by stage]
step / setup slack, ns / instance area [um2]
final: 0.08076 / 1242
after global routing: 0.02847 / 1242
after CTS: 0.0007858 / 1235
after detailed placement: -0.5365 / 1161
after global placement: -0.5099 / 1161
after floorplan: 0.0008908 / 809.5
[flip-flops by register name (all words and copies together) (netlist names)]
name     flops
n_state      4
chng         2
prd          3
[cell type report]
cell class / instances / share of cell area, %
clock buffers: 4 / 3.625
inverters: 8 / 2.618
multi-input cells: 69 / 43.61
flip-flops and latches: 9 / 18.53
well taps: 70 / 7.049
repair buffers: 40 / 24.57
[critical path: cells and delay by family (launching register included)]
kind / cells / cell delay (ns)
AOI/OAI and AO/OA: 1 / 0.13
DFF: 1 / 0.63
and+or+nand+nor: 2 / 0.63
[where the power goes]
group	switching, mW	leakage, nW	internal, mW	total [mW]
sequential	0.0136	0.0821	0.261	0.274
clock	0.0816	0.0228	0.173	0.255
combinational	0.0945	0.401	0.124	0.218
[placed cells by master, fill, tap and decap left out, types with 4 or more instances in the layout]
cell | netlist | routed
buf_4 | 0 | 30
clkdlybuf4s50_1 | 0 | 6
dfxtp_1 | 4 | 4
edfxtp_1 | 5 | 5
ha_1 | 9 | 4
ha_2 | 0 | 4
inv_1 | 8 | 4
nand2_1 | 9 | 9
nand3_1 | 4 | 4
nor2_1 | 4 | 4
o21ai_0 | 4 | 4
[logic make-up after synthesis]
kind of cell               count (synthesis)  synth area share (%)
muxes                                      1                 1.278
AOI/OAI and AO/OA                         23                 22.53
buffers and inverters                     15                 8.466
and+or+nand+nor                           36                 23.96
adders and majority gates                  9                 14.38
DFF                                        9                 29.39
[repair_timing]
action / 4_1_cts / 5_1_grt
resized: 13 / 10
hold buffers: 0 / 0
hold endpoints to repair: 0 / 0
buffers inserted: 2 / 0
endpoints found under the setup margin: 14 / 12
pin swaps: 3 / 1
[final timing paths]
kind                      startpoint                  to  slack (ns)  cells after the start
setup / recovery  n_state[2]$_DFF_P_    prd[0]$_DFFE_PP_        0.08                      3
hold reg to reg   n_state[3]$_DFF_P_  n_state[3]$_DFF_P_        0.61                      2
setup reg to reg  n_state[2]$_DFF_P_    prd[0]$_DFFE_PP_        0.08                      3
hold / removal             in_mny[1]   chng[1]$_DFFE_PP_        0.56                      4
[layer usage]
metal	vias up	GRT usage (%)	routed length, um
li1	416	-	-
met1	362	6.964	1029
met2	16	6.824	916
met3	2	1.153	134
met4	0	0.6427	10
met5	-	0	0
Power and IR drop assume default switching activity.
